<file path="flow/design.v">
module Register
#(
	parameter Word_Length = 16
)
(
	input clk,
	input reset,
	input enable,
	input [Word_Length-1:0] Data_Input,
	output [Word_Length-1:0] Data_Output
);
logic  [Word_Length-1:0] Data_logic;
always_ff@(posedge clk or negedge reset) begin: ThisIsARegister
	if(reset == 1'b0) 
		Data_logic <= 0;
	else 
		if (enable == 1'b1)
			Data_logic <= Data_Input;
end: ThisIsARegister
assign Data_Output = Data_logic;
endmodule
</file>
<file path="flow/run.sh">
#!/bin/bash
# OpenROAD 26Q1-2900-gdf79404cd8, Yosys 0.63+post, stock flow scripts
make -C /OpenROAD-flow-scripts/flow DESIGN_CONFIG=/design/flow/config.mk WORK_HOME=/design/flow/orfs finish
</file>
<file path="flow/config.mk">
export PLATFORM = sky130hd
export DESIGN_NAME = Register
export DESIGN_NICKNAME = Register
export VERILOG_FILES = /design/flow/design.v
export SDC_FILE = /design/flow/constraint.sdc
export NUM_CORES = 4
export LEC_CHECK = 1
export CORE_AREA = 10 10 87 87
export DIE_AREA = 0 0 97 97
</file>
<file path="flow/constraint.sdc">
current_design Register

set clk_period 1.5
set clk_io_pct 0.2

create_clock -name clk0 -period $clk_period [get_ports {clk}]

set non_clock_inputs [all_inputs -no_clocks]
set_input_delay [expr $clk_period * $clk_io_pct] -clock clk0 $non_clock_inputs
set_output_delay [expr $clk_period * $clk_io_pct] -clock clk0 [all_outputs]
</file>
==> results.cfg <==
; flow metrics
[pwr]
pwr-share-seq = 0.462
internal_power_mw = 0.8774
p_per_area_mw_per_mm2 = 957.7
swShare = 0.1900
p_leak_nw = 0.4686
power_frac_comb = 0.196
clkPwrFrac = 0.341
p_switching_mw = 0.2058
vdd_drop_max_uv = 424.2

[logic_synthesis]
netlist_area_um2 = 649.4
yosys_cells = 34
top_cell_area_share = 0.6166
ys_seq_share = 0.6166
ys.flops = 16
synth_top_cell_by_area = dfrtp_1
yosysChipArea_um2 = 649.4
synthesis.instances = 34
yosys_warnings = 1
syn_avg_cell_area_um2 = 19.10
yosysUniqueCellTypes = 5
area_leaders = dfrtp_1 62%, mux2_4 23%, mux2_2 10%, buf_12 3.1%, buf_6 1.7%

[setup_path]
path_buffers = 1
worstSetupEndpointType = output port
path_cells = clkdlybuf4s50_1
slowest_stage = clkdlybuf4s50_1
cp_top_family = buffers and inverters
path_max_fanout = 2
arrival_ns = 1.09
worst_path_largest_cell_delay_ns = 0.48
critPathLaunchType = flip-flop
cp.required_ns = 1.20
critical_path_class = reg2out

[clock_network]
clkSinkCount = 16
ctsHoldBuffers = 0
clk_latency_ns = 0.24
cts_setup_buffers = 0
numCtsBuffers = 3
cts_root_buf = clkbuf_8
cts_tree = built
cts_htree_levels = 1
clk_pin_slew_worst_paths_ns = 0.06
clockBufferDepth = 2
cts_resized = 0

[final_timing]
min_period_ns = 1.386
hold_violations = 0
slew_headroom = 0.8592
rsz0062_at_grt = false
fin_crit_sh = 0.9241
skew_ns = 0
timing.fmax_mhz = 721.4
worst_slew_pin_slew_ns = 0.2112
whs_ns = 0.3727
final-setup-viol-count = 0
slew_violations = 0
setup_tns_ns = 0
layout_setup_ws_ns = 0.1138

[layout]
reg.largest.list = Data_logic: 16 flops
fin_area_mm2 = 0.001131
top_register = Data_logic
drive_gt1_frac = 0.3056
largest_reg_flops = 16
lay_top_count = clkdlybuf4s50_1
area_delta_synth_final_pct = 74.18
final_cell_mix = 34 x clkdlybuf4s50_1, 16 x dfrtp_1, 10 x mux2_4
finalNonFillerCells = 144

[routing]
wl_per_cell_um = 11.60
drc = 0
via_count = 420
antenna_cells = 0
drt-initial-drc-count = 4
drt_first_pass_iters = 4
avgViaCountPerCell = 2.917
drt_wl_total_mm = 1.670
final_antenna_net_count = 0

[place]
place_hpwl_mm = 1.363
place_ws_ns = 0.03829
port_buffers = 34
place.gp.congestion = 0.7686
placed_cell_area_mm2 = 0.001076
placed_cells = 140

[die]
chipArea_mm2 = 0.009409
die_w_um = 97
die_y_um = 97
ioPinCount = 35
initCoreUtil = 0.1151
fp.coreArea_mm2 = 0.005642
rows = 27

[min_path]
hp-class = in2async

[status]
status = finished clean

[global_routing]
first_global_vias = 502
gr-total-overflow = 0
grt_antenna_before_repair = 0
grt_pass1_wl_mm = 2.856
grt_max_degree = 17
grt.total_usage = 0.03721

[job]
warnings = 25
maxCapViolCount = 0
[worst paths after layout]
check	startpoint	to	slack (ns)	depth (start not counted)
max reg2reg	Data_logic[11]$_DFFE_PN0P_	Data_logic[11]$_DFFE_PN0P_	0.73	1
min in group clk0	Data_logic[13]$_DFFE_PN0P_	Data_logic[13]$_DFFE_PN0P_	0.51	1
min reg2reg	Data_logic[13]$_DFFE_PN0P_	Data_logic[13]$_DFFE_PN0P_	0.51	1
max	Data_logic[11]$_DFFE_PN0P_	Data_Output[11]	0.11	1
min	reset	Data_logic[11]$_DFFE_PN0P_	0.37	2
max in group asynchronous	reset	Data_logic[4]$_DFFE_PN0P_	0.95	2
[cell type report]
class	instances	area, µm²
tap	72	90.09
multi-input combinational	16	217.7
clock buffer	4	55.05
sequential	16	400.4
timing repair buffer	36	367.9
fill	597	4511
[logic make-up after synthesis]
family                 after synthesis  synth area share
buffers and inverters                2           0.04817
DFF                                 16            0.6166
muxes                               16            0.3352
[cells in the mapped netlist]
master and count:
buf_12 1, buf_6 1, dfrtp_1 16, mux2_2 6, mux2_4 10
[per-layer routing]
| layer | vias to the layer above | global-route usage | routed length (µm) | part of all wire |
|---|---|---|---|---|
| li1 | 193 | - | - | - |
| met4 | 0 | 0.002255 | 8 | 0.0048 |
| met2 | 32 | 0.04703 | 557 | 0.33 |
| met1 | 193 | 0.04917 | 827 | 0.50 |
| met5 | - | 0 | 0 | 0 |
| met3 | 2 | 0.03080 | 277 | 0.17 |
[power by group through the flow]
stage	clock network, mW	registers, mW	logic (mW)
after global routing	0.413	0.508	0.232
after CTS	0.387	0.501	0.218
final	0.370	0.501	0.213
[stage by stage]
stage	power, mW	utilization
detailed placement	0.7245	0.1907
CTS	1.105	0.2005
global placement	0.7213	0.1907
finish	1.083	0.2005
global route	1.153	0.2005
floorplan	0.5674	-
Power and IR drop assume default switching activity.
