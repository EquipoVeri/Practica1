===== design/flow/config.mk =====
export PLATFORM = sky130hd
export DESIGN_NAME = CounterWithFunction
export DESIGN_NICKNAME = CounterWithFunction
export VERILOG_FILES = /design/flow/design.v
export SDC_FILE = /design/flow/constraint.sdc
export NUM_CORES = 4
export LEC_CHECK = 1
export CORE_AREA = 10 10 70 70
export DIE_AREA = 0 0 80 80

===== design/flow/constraint.sdc =====
current_design CounterWithFunction

set clk_period 2.2
set clk_io_pct 0.2

create_clock -name clk0 -period $clk_period [get_ports {clk}]

set non_clock_inputs [all_inputs -no_clocks]
set_input_delay [expr $clk_period * $clk_io_pct] -clock clk0 $non_clock_inputs
set_output_delay [expr $clk_period * $clk_io_pct] -clock clk0 [all_outputs]

===== design/flow/design.v =====
module CounterWithFunction
#(
	parameter ZERO = 0,
	parameter MAXIMUM_VALUE = 36,
	parameter NBITS_FOR_COUNTER = CeilLog2(MAXIMUM_VALUE)
)
(
	input clk,
	input reset,
	input enable,
	output flag0,
	output flag32 
);
bit MaxValue_Bit;
bit Zero_Bit;
logic [NBITS_FOR_COUNTER-1 : 0] Count_logic;
always_ff@(posedge clk or negedge reset) begin
	if (reset == 1'b0)
		Count_logic <= {NBITS_FOR_COUNTER{1'b0}};
	else begin
			if(enable == 1'b1)
				if(Count_logic == MAXIMUM_VALUE - 1)
					Count_logic <= 0;
				else
					Count_logic <= Count_logic + 1'b1;
	end
end
always_comb begin
	if(Count_logic == ZERO)
		Zero_Bit = 1;
	else
		Zero_Bit = 0;
	if(Count_logic == MAXIMUM_VALUE-1)
		MaxValue_Bit = 1; 
	else
		MaxValue_Bit = 0;
end
assign flag32 = MaxValue_Bit;
assign flag0 = Zero_Bit;
     function integer CeilLog2;
       input integer data;
       integer i,result;
       begin
          for(i=0; 2**i < data; i=i+1)
             result = i + 1;
          CeilLog2 = result;
       end
    endfunction
endmodule

===== design/flow/run.sh =====
#!/bin/bash
# OpenROAD 26Q1-2900-gdf79404cd8, Yosys 0.63+post, stock flow scripts
make -C /OpenROAD-flow-scripts/flow DESIGN_CONFIG=/design/flow/config.mk WORK_HOME=/design/flow/orfs finish

==> results_dict.tcl <==
# yosys + openroad results
set metrics [dict create \
    status "complete, no violations" \
    synth.distinct_cells 17 \
    num_antenna_cells 0 \
    grt_pass1_wl_um 1030 \
    dr.max_layer_used "met3" \
    ff2ff_setup_slack_ns 1.04 \
    detailed_place_hpwl_um 467 \
    top_register "Count_logic" \
    slew_headroom 0.815 \
    crit_end "flag32" \
    cellPowerDensity_nw_per_um2 990 \
    drt-total-wl_um 617 \
    r2r-end "Count_logic[5]" \
    post_drt_wl_per_cell_um 7.35 \
    viasPerCell 2.85 \
    drt_iter0_markers 12 \
    synth_area_per_cell_um2 10.1 \
    start_kind "register" \
    grt_pass1_vias 234 \
    peakVddDrop_mv 0.315 \
    clkLatencyLatePin_ns 0.25 \
    dp_slack_ns 0.197 \
    drv_slew 0 \
    cp_max_fo 5 \
    timing.rr.start "Count_logic[2]" \
    rows 21 \
    cp_slowest_cell "clkdlybuf4s50_1" \
    finalHoldViolations 0 \
    final_cells 84 \
    path_depth 3 \
    synth_warnings 1 \
    hold_path_class "input pin to asynchronous set/reset pin" \
    syn_area_um2 313 \
    gr-total-overflow 0 \
    core_area_um2 3420 \
    crit_buf_inv 1 \
    vias 239 \
    core_util_floorplan 0.0916 \
    cp_cell_sequence "nor4b_4, and2_1, clkdlybuf4s50_1" \
    crit_type "register to output port" \
    fin_ws_ns 0.121 \
    numCtsBuffers 3 \
    largest_reg_flops 6 \
    dr_wl_met3_um 67 \
    area_leaders "dfrtp_1 48%, ha_1 8.0%, xnor2_1 5.6%" \
    die-area_um2 6400 \
    fillers 407 \
    placed_cells 81 \
    drive_gt1_frac 0.184 \
    ys_area_um2 313 \
    design_area_um2 450 \
    syn_inst 31 \
    layout_min_cycle_time_ns 2.08 \
    worstSetupStartpoint "Count_logic[3]" \
    tool_warnings 26 \
    critical-path-top-delay-family "simple AND/OR/NAND/NOR gates" \
    p_leak_nw 0.177 \
    cp-end-kind "output port" \
    tightest_slew_ns 0.277 \
    grt_max_degree 9 \
    clk_pin_slew_worst_paths_ns 0.04 \
    finalCritPeriodShare 0.945 \
    reg_top3 "Count_logic (6)" \
    ant_nets 0 \
    cts_tree "built" \
    ys_ff 6 \
    clockRootBuffer "clkbuf_4" \
    cp.arrival_ns 1.64 \
    max_freq_mhz 481 \
    clock_sinks 6 \
    cap_viol_max_count 0 \
    grt_util_all_layers 0.0207 \
    max_stage_delay_ns 0.46 \
    gp_congestion 0.740 \
    drc_errors 0 \
    synth_top_area_share 0.480 \
    syn2layout_area_growth_pct 44.0 \
    lay_top_cells "4 x dfrtp_1, 4 x nand2_1, 4 x clkdlybuf4s50_1" \
    ys_seq_frac 0.480 \
    yosysTopAreaCell "dfrtp_1" \
    io_pins 5 \
    firstDrtPassIters 3 \
    skew_ns 0.00405 \
    rr_worst_depth 3 \
    antenna_found_initial 0 \
    die_w_um 80 \
    wl_met2_um 232 \
    cp.required_ns 1.76 \
    place_area_um2 410 \
    port_buffers 4 \
    htreeDepth 1 \
    dieHeight_um 80 \
    ys_cells 31 \
    setup_viol 0 \
    wl_met1_um 317 \
    clockBufferDepth 2 \
]
-- worst min-delay path by stage --
stage / endpoint / slack, ns / cells past startpoint
global route: Count_logic[1] / 0.44 / 1
CTS: Count_logic[2] / 0.44 / 1
finish: Count_logic[0] / 0.44 / 1
-- layer usage --
metal  vias to the layer above  GRT usage
met2                         7     0.0265
met1                       108     0.0262
met5                         -          0
met4                         0    0.00176
li1                        124          -
met3                         0     0.0182
-- cell usage after synthesis --
cell,instances
or3_1,1
nand2_1,4
nand4_1,1
a21o_1,1
nand2b_1,1
inv_1,2
a21oi_1,1
nor4_1,1
nor4b_1,1
o21ai_0,3
nand4_2,1
xnor2_1,2
and3_1,1
ha_1,2
and2_1,2
dfrtp_1,6
nor3_1,1
-- power breakdown --
part           switching (W)  total (W)  internal (W)  leakage, nW
registers          0.0000706   0.000231      0.000160       0.0726
logic              0.0000441   0.000114     0.0000704       0.0905
clock network      0.0000388   0.000100     0.0000616       0.0138
total               0.000154   0.000446      0.000292        0.177
-- kinds of logic after synthesis --
logic type               after synthesis  share of synthesized area
AND-OR/OR-AND                          5                     0.0880
XOR/XNOR                               2                     0.0560
adder cells (fa/ha/maj)                2                     0.0800
buffers and inverters                  2                     0.0240
flip-flops                             6                      0.480
AND/OR/NAND/NOR                       14                      0.272
-- layout make-up --
| cell class | instances | area [µm²] | share of cell area |
|---|---|---|---|
| multi-input cells | 23 | 170 | 0.378 |
| flip-flops and latches | 6 | 153 | 0.339 |
| well taps | 46 | 57.6 | 0.128 |
| repair buffers | 4 | 40.0 | 0.0889 |
| clock buffers | 3 | 22.5 | 0.0500 |
| inverters | 2 | 7.51 | 0.0167 |
-- metrics by stage --
step	TNS [ns]	hold slack, ns	total power, W	utilization
finish	0	0.437	0.000446	0.132
global route	-0.00221	0.444	0.000495	0.132
CTS	0	0.445	0.000431	0.129
detailed placement	0	0.522	0.000322	0.120
global placement	0	0.521	0.000319	0.120
floorplan	0	0.144	0.000279	-
-- what timing repair did --
action                                  CTS  global route
buffers inserted                          0             0
resized                                   1             3
endpoints found under the setup margin    1             1
pin swaps                                 0             0
endpoints found under the hold margin     0             0
hold buffers                              0             0
No activity file was given, so power comes from the tool's default toggle rates.
